[./design.v]
`timescale 1ns/1ps
module UART_APB_SFR
(
    input        I_PCLK,        
    input        I_PRESET_N,    
    input        I_PENABLE,     
    input        I_PSEL,        
    input        I_PWRITE,      
    input [3:0]  I_PSTRB,       
    input [11:0] I_PADDR,       
    input [31:0] I_PWDATA,      
    input        I_PARITY_ERR,  
    input        I_RX_FULL,     
    input        I_TX_EMPTY,    
    input [7:0]  I_RX_DATA,     
    output logic        O_UART_EN,    
    output logic        O_UART_LOAD,  
    output logic        O_BCLK_MODE,  
    output logic [3:0]  O_BAUD_RATE,  
    output logic [7:0]  O_TX_DATA,    
    output logic        O_RD_EN,      
    output logic        O_WR_EN,      
    output logic [31:0] O_PRDATA,     
    output logic        O_PREADY,     
    output logic        O_PSLVERR     
);
    localparam ADDR_CTRL_REG    = 12'h000;
    localparam ADDR_TX_DATA_REG = 12'h004;
    localparam ADDR_RX_DATA_REG = 12'h008;
    localparam ADDR_STATUS_REG  = 12'h00C;
    logic [6:0] r_ctrl_reg;    
    logic [7:0] r_tx_data_reg; 
    logic [2:0] r_status_reg;  
    logic access_en;           
    logic access_write;        
    logic access_read;         
    logic control_reg_en;      
    logic tx_data_reg_en;      
    logic rx_data_reg_en;      
    logic status_reg_en;       
    logic addr_valid;          
    logic parity_err_sync;
    logic rx_full_sync;
    logic tx_empty_sync;
    SYNC_NFF parity_err_sync_nff(
        .I_CLK(I_PCLK), .I_RESET_N(I_PRESET_N), .I_ASYNC_IN(I_PARITY_ERR), .O_SYNC_OUT(parity_err_sync)
    );
    SYNC_NFF rx_full_sync_nff(
        .I_CLK(I_PCLK), .I_RESET_N(I_PRESET_N), .I_ASYNC_IN(I_RX_FULL), .O_SYNC_OUT(rx_full_sync)
    );
    SYNC_NFF tx_empty_sync_nff(
        .I_CLK(I_PCLK), .I_RESET_N(I_PRESET_N), .I_ASYNC_IN(I_TX_EMPTY), .O_SYNC_OUT(tx_empty_sync)
    );
    always_comb begin
        control_reg_en = 1'b0;
        tx_data_reg_en = 1'b0;
        rx_data_reg_en = 1'b0;
        status_reg_en  = 1'b0;
        casez(I_PADDR)
            ADDR_CTRL_REG:    control_reg_en = 1'b1;
            ADDR_TX_DATA_REG: tx_data_reg_en = 1'b1;
            ADDR_RX_DATA_REG: rx_data_reg_en = 1'b1;
            ADDR_STATUS_REG:  status_reg_en  = 1'b1;
            default: begin
                control_reg_en = 1'b0;
                tx_data_reg_en = 1'b0;
                rx_data_reg_en = 1'b0;
                status_reg_en  = 1'b0;
            end
        endcase
    end
    always_ff @(posedge I_PCLK or negedge I_PRESET_N) begin
        if (!I_PRESET_N) begin
            r_ctrl_reg    <= 1'b0;
            r_tx_data_reg <= 1'b0;
            r_status_reg  <= 1'b0;
        end else begin
            r_status_reg[0] <= parity_err_sync;
            r_status_reg[1] <= rx_full_sync;
            r_status_reg[2] <= tx_empty_sync;
            if (control_reg_en && access_write && I_PSTRB[0]) begin
                r_ctrl_reg <= I_PWDATA[6:0];
            end
            if (tx_data_reg_en && access_write && I_PSTRB[0]) begin
                r_tx_data_reg <= I_PWDATA[7:0];
            end
        end
    end
    always_comb begin
        if(access_read) begin
            casez(I_PADDR)
                ADDR_RX_DATA_REG: O_PRDATA = {24'b0, I_RX_DATA}; 
                ADDR_STATUS_REG:  O_PRDATA = {29'b0, r_status_reg};
                ADDR_TX_DATA_REG: O_PRDATA = {24'b0, r_tx_data_reg};
                ADDR_CTRL_REG:    O_PRDATA = {25'b0, r_ctrl_reg};
                default:          O_PRDATA = 32'b0;
            endcase
        end
        else 
            O_PRDATA = 32'b0;
    end
    assign addr_valid   = (control_reg_en | tx_data_reg_en | rx_data_reg_en | status_reg_en);
    assign access_en    = I_PSEL & I_PENABLE; 
    assign access_write = access_en & I_PWRITE;  
    assign access_read  = access_en & ~I_PWRITE; 
    assign O_PSLVERR = (access_write & (rx_data_reg_en | status_reg_en)) | 
                       (access_en & ~addr_valid);     
    assign O_PREADY = access_en;
    assign O_UART_EN   = r_ctrl_reg[6];   
    assign O_UART_LOAD = r_ctrl_reg[5];   
    assign O_BCLK_MODE = r_ctrl_reg[4];   
    assign O_BAUD_RATE = r_ctrl_reg[3:0]; 
    assign O_TX_DATA   = r_tx_data_reg;   
    assign O_RD_EN = rx_data_reg_en & access_read; 
    assign O_WR_EN = tx_data_reg_en & access_write; 
endmodule: UART_APB_SFR
module SYNC_NFF (
    input  logic I_CLK,        
    input  logic I_RESET_N,    
    input  logic I_ASYNC_IN,   
    output logic O_SYNC_OUT    
);
    logic [1:0] sync_reg;
    always_ff@(posedge I_CLK or negedge I_RESET_N) begin
        if(!I_RESET_N)
            sync_reg <= 2'b00;
        else
            sync_reg <= {sync_reg[0], I_ASYNC_IN};  
    end
    assign O_SYNC_OUT = sync_reg[1];
endmodule: SYNC_NFF
[./config.mk]
export PLATFORM = sky130hd
export DESIGN_NAME = UART_APB_SFR
export DESIGN_NICKNAME = UART_APB_SFR
export VERILOG_FILES = /design/flow/design.v
export SDC_FILE = /design/flow/constraint.sdc
export NUM_CORES = 4
export LEC_CHECK = 1
export CORE_AREA = 10 10 90 90
export DIE_AREA = 0 0 100 100
[./run.sh]
#!/bin/bash
# OpenROAD 26Q1-2900-gdf79404cd8, Yosys 0.63+post, stock flow scripts
make -C /OpenROAD-flow-scripts/flow DESIGN_CONFIG=/design/flow/config.mk WORK_HOME=/design/flow/orfs finish
[./constraint.sdc]
current_design UART_APB_SFR

set clk_period 3.1
set clk_io_pct 0.2

create_clock -name clk0 -period $clk_period [get_ports {I_PCLK}]

set non_clock_inputs [all_inputs -no_clocks]
set_input_delay [expr $clk_period * $clk_io_pct] -clock clk0 $non_clock_inputs
set_output_delay [expr $clk_period * $clk_io_pct] -clock clk0 [all_outputs]
==> run summary <==
impl run done, here's what came out: Synth Cell Area 1360 µm², num rows 29, asr flop ratio synth 100%, worst path arrival time 2.41 ns, Hold Buf Count CTS 0, vias 1100, Clock Tree Buf Depth 2, routability cong. 0.735, initial antenna violation count 0, Synth Instances 118, average vias per placed instance 3.97, endpoints failing setup 0, MUX area fraction 20.0%, P&R area growth vs syn 67.4%, drt first-iter violations 19, RSZ-0062 raised after global routing false, clock sinks 24, final core utilization 36.1%, number of flip-flops in the largest register 8, Yosys Instances 118, Die Y 100 µm, Setup CP Type in -> out, wire length per cell 15.2 µm, post-route clock period utilization 97.8%, Clock Skews 0.000446 ns, fillers 623, CP bufs+invs 4, fin. max-slew vios 0, Worst-Skew Late Latency 0.26 ns, HP Class reg -> reg, Synth top area share 44.3%, DRC viols 0, Total GRT Usage 8.09%, final hold vios 0, die area 10000 µm², CTS tree built, Yosys chip area 1360 µm², Synth Area in Simple Gates 16.3%, synthesized area per cell 11.5 µm², Top logic family multiplexers, Post-synth EDFFs 0, Hold Path Cell Cnt 0, clock-pin slew on the worst setup and hold paths 0.09 ns, Pwr per Cell Area 301 nW/µm², Crit. End Element primary output, top cells by area dfrtp_1 44%, buf_4 13%, mux2_2 12%, mux2i_1 5.9%, nor4_4 3.1%, total grt overflow 0, drt pass-1 iters 4, root buffer cell clkbuf_8, DRT antenna net count 0, leak pwr 0.00103 µW, CTS buffer count 3, first-pass GRT wire length 6510 µm, Flops after synth 24, tool warnings 52, FF-to-FF path depth 1, Critical Path Max Stage Delay 0.54 ns, CP Max Fanout 4, Critical Path Stages 7, min cycle time layout 3.03 ns, placed cell count 265, layout cells sized above 1 37.0%, Post-synth seq share 44.3%, H-tree depth 1, antenna diode count 0, io pins 115, Adder Area Share 0%, Worst setup SP type input port, ao+oa area frac 4.06%, Max-cap violations 0, CP delay by family, top buffers and inverters, final cell count without fillers 277, crit path DRT 2.48 ns, largest net degree at the start of global routing 25, core area 6280 µm², Yosys top cell by area dfrtp_1, port buffer count 63, vias in the first global route 1218, FMAX 0.330 GHz, Top FF cell, synth dfrtp_1, peak supply drop 0.142 mV, Slowest-stage cell, CP or4_4, critical path, cell by cell dlygate4sd2_1 > or4_4 > buf_4 > buf_6 > a2111oi_4 > nor2b_1 > clkdlybuf4s50_1, synth warn 2, Synth cell types 28, Post-DP HPWL 3310 µm, Core Density at Floorplan 21.6%, chip width 100 µm, final WL 4200 µm, synth cell count leaders 24 x buf_4, 24 x dfrtp_1, 15 x mux2_2, outcome finished, final reports clean, Synth Area in XOR/XNOR 0%
[final timing paths]
path                                                  from                             to  slack [ns]
min                        parity_err_sync_nff.sync_reg[1]                r_status_reg[0]        0.35
max in group asynchronous                       I_PRESET_N                  r_ctrl_reg[2]        2.15
min in group asynchronous                       I_PRESET_N  tx_empty_sync_nff.sync_reg[1]        0.71
max                                             I_PADDR[4]                      O_PSLVERR        0.07
max reg2reg                               r_tx_data_reg[3]               r_tx_data_reg[3]        2.32
min reg2reg                parity_err_sync_nff.sync_reg[1]                r_status_reg[0]        0.35
[area by class of cell]
class                           count  area, µm²  area share (%)
Clock buffer                        3       41.3            1.82
Clock inverter                      1       30.0            1.32
Multi-Input combinational cell     88        713            31.4
Sequential cell                    24        601            26.5
Tap cell                           77       96.3            4.25
Timing Repair Buffer               84        787            34.7
[cells in the final DEF (no fill, tap or decap), drive strengths merged, types with 2 or more instances in the layout]
cell,instances
o22a,2
nor4,2
nor2,3
a21oi,4
clkdlybuf4s50,45
dfrtp,24
nor2b,4
or4,4
conb,24
clkbuf,4
mux2,15
mux2i,8
buf,30
or2,5
or3,2
dlygate4sd2,6
nand2,5
[routing by layer]
layer | up-vias | GRT usage (%) | part of all wire [%]
met1 | 529 | 10.5 | 41
met2 | 42 | 13.8 | 51
met3 | 2 | 1.80 | 6.7
met5 | - | 0 | 0
li1 | 527 | - | -
met4 | 0 | 0.978 | 1.1
[repair_timing]
item | 4_1_cts | 5_1_grt
setup endpoints to repair | 11 | 10
pin swaps | 5 | 2
gates resized | 62 | 5
gates cloned | 1 | 0
buffers inserted | 7 | 0
[kinds of logic (layout without fill, tap and decap cells)]
kind of cell	after synthesis	after routing
buffers and inverters	29	88
flip-flops	24	24
other	1	24
multiplexers	24	24
AND/OR/NAND/NOR	32	32
AND-OR/OR-AND	8	8
[stage by stage]
stage                     hold WS (ns)  setup slack [ns]  total power, µW  setup TNS (ns)  instance area [µm²]
after global placement           0.333            -0.444              418           -4.09                 2060
after floorplan                  0.324             0.476              367               0                 1440
after detailed placement         0.335            -0.450              418           -4.13                 2060
final                            0.353            0.0669              682               0                 2270
after global routing             0.357           0.00323              712               0                 2270
after CTS                        0.355           0.00180              690               0                 2250
[power by group]
group / switching, µW / internal (µW) / total [µW]
Sequential: 1.29 / 319 / 320
Combinational: 34.6 / 57.7 / 92.2
Clock: 97.4 / 172 / 270
Total: 133 / 549 / 682
Power figures rest on the tool's default switching activity, not on a simulated workload.
